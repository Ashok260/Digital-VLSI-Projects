## ./config.mk

```make
export PLATFORM = sky130hd
export DESIGN_NAME = moore_11011_detect
export DESIGN_NICKNAME = moore_11011_detect
export VERILOG_FILES = /design/flow/design.v
export SDC_FILE = /design/flow/constraint.sdc
export NUM_CORES = 4
export LEC_CHECK = 1
export CORE_AREA = 10 10 70 70
export DIE_AREA = 0 0 80 80
```

## ./constraint.sdc

```tcl
current_design moore_11011_detect

set clk_period 1.0
set clk_io_pct 0.2

create_clock -name clk0 -period $clk_period [get_ports {clk}]

set non_clock_inputs [all_inputs -no_clocks]
set_input_delay [expr $clk_period * $clk_io_pct] -clock clk0 $non_clock_inputs
set_output_delay [expr $clk_period * $clk_io_pct] -clock clk0 [all_outputs]
```

## ./design.v

```verilog
module moore_11011_detect(clk,reset,din,y
    );
	 input clk,din,reset;
	 output reg y;
	 reg [2:0] cst,nst;
	 parameter s0=3'b000,s1=3'b001,s2=3'b010,s3=3'b011,s4=3'b100,s5=3'b101;
	 always @(posedge clk)
	   begin
		  if(reset==1'b1) 
		   cst<=s0;
		  else
		    cst<=nst;
		  end
	always @(din or cst)
	begin
	   case(cst)
		 s0: begin
		       if(din==1'b1)
				   begin
					  nst=s1;
					  y=1'b0;
					 end
					else
					 begin
					  nst=s0;
					  y=1'b0;
					 end
				end
		 s1: begin
		       if(din==1'b1)
				   begin
					  nst=s2;
					  y=1'b0;
					 end
					else
					 begin
					  nst=s0;
					  y=1'b0;
					 end
				end
		 s2: begin
		       if(din==1'b0)
				   begin
					  nst=s3;
					  y=1'b0;
					 end
					else
					 begin
					  nst=s2;
					  y=1'b0;
					 end
				end
		 s3: begin
		       if(din==1'b1)
				   begin
					  nst=s4;
					  y=1'b0;
					 end
					else
					 begin
					  nst=s0;
					  y=1'b0;
					 end
				end
		 s4: begin
		       if(din==1'b1)
				   begin
					  nst=s5;
					  y=1'b0;
					 end
					else
					 begin
					  nst=s0;
					  y=1'b0;
					 end
				end
		 s5: begin
		       if(din==1'b1)
				   begin
					  nst=s2;
					   y=1'b1;
					 end
					else
					 begin
					  nst=s3;
					  y=1'b0;
					 end
				end
		endcase
	end
endmodule
module tb_moore_11011_detect;
	reg clk;
	reg reset;
	reg din;
   reg [31:0]data;
	integer i;
	wire y;
	moore_11011_detect uut (
		.clk(clk), 
		.reset(reset), 
		.din(din), 
		.y(y)
	);
	initial 
	   begin
		  clk=1'b0;
		  reset=1'b1;#15
		  reset=1'b0;
		 end
	always #5 clk=~clk;
	initial 
	  begin
	    data=32'b01011011011001101101100101101100;
		 #15;
	    for(i=0;i<32;i=i+1)
		  begin
		    din=data[31-i];#10;
			end
		end
endmodule
```

## ./run.sh

```bash
#!/bin/bash
# OpenROAD 26Q1-2900-gdf79404cd8, Yosys 0.63+post, stock flow scripts
make -C /OpenROAD-flow-scripts/flow DESIGN_CONFIG=/design/flow/config.mk WORK_HOME=/design/flow/orfs finish
```

==> Slide: Implementation Results <==
Run Summary

Placement
  • Buffers added on ports: 3
  • Dpl ws: 0.128 ns
  • GPL Wtd Cong: 0.672
  • Post-Place Cells: between 70 and 80

Timing
  • Max-slew violations: 0
  • RSZ-0062 raised after global routing: false
  • Final TNS setup: 0 ns
  • Fmax: around 1.6 GHz
  • Period utilization: 0.631
  • Crit path time final: 0.631 ns
  • Measured slew at the worst slew-check pin: 0.214 ns
  • Worst Slack Setup Final: ~0.37 ns
  • Worst slew margin: 0.857
  • Register pins left without a clock: 4
  • Endpoints left unconstrained: 5
  • Setup violators final: 0
  • Final hold viol count: 0

Critical path
  • Worst path top cell family by delay: buffers and inverters
  • Crit-path slowest cell: clkdlybuf4s50_1
  • Arr. time, crit path: around 0.75 ns
  • Crit end category: flop
  • Crit Path Max Fanout: 3
  • Worst path cell trace: clkdlybuf4s50_1, nor2b_1
  • CP peak stage delay: about 0.5 ns
  • CP Class: in2reg
  • CP required: roughly 1.1 ns
  • Crit start category: input port
  • CP bufs+invs: 1

Logic synthesis
  • XOR-XNOR Cells, Area Fraction: 0
  • Area of the mapped netlist: between 200 and 250 um2
  • Yosys Chip Area: between 200 and 250 um2
  • Main logic family: simple AND/OR/NAND/NOR gates
  • Cells after synthesis: 23
  • Netlist cell types: 14
  • Yosys warning tally: 1
  • AND/OR/NAND/NOR Cells, Area Fraction: 0.344
  • Post-synth mux share: 0
  • Adder Area Share: 0
  • Yosys aoi share: 0.156
  • Post-Syn Area per Cell: 10.4 um2
  • Seq cells post-synth: 7
  • Ys cells: 23

Floorplan
  • Initial Util: 0.0703
  • Die X: 80 um
  • Die Y-Extent: 80 um
  • # rows: 21
  • # IOs: 4
  • Die Size: around 6400 um2
  • CORE AREA: between 3000 and 4000 um2

Routing
  • Vias after detailed routing: 183
  • Wire per inst: roughly 5 um
  • N_diodes: 0
  • TritonRoute pass-1 iters: 2
  • Post-DR vias/cell: about 2.4
  • DRT antenna net count: 0
  • Drt drc: 0
  • Drt initial violations: 4
  • Final wirelength: between 300 and 400 um

Pwr
  • Logic pwr share: 0.055
  • Max IR drop VDD: slightly above 0.0002 V
  • Switch share: 0.184
  • Internal power: 284 uW
  • NetSw: between 60 and 70 uW
  • P per Cell Area: between 900 and 1000 nW/um2
  • P_leak: 0.000125 uW
  • Register share of total power: 0.357
  • Clock share of power: 0.588

GRT
  • Global Route Usage Sum: 0.0135
  • First-pass GRT wire length: 759 um
  • Initial antenna violation count: 0
  • Vias in the first global route: between 150 and 200
  • Largest net degree at the start of global routing: 10
  • GR Overflow Total: 0

Clock network
  • CTS buffer count: 3
  • Post-CTS Setup Inserts: 0
  • CTS Buffer Depth: 2
  • Clock slew at reported path FFs: around 0.03 ns
  • CTS root buf: clkbuf_4
  • CTS Hold Bufs: 0
  • CTS tree: done
  • H-Tree Depth: 1
  • Post-cts sizing count: 0

Min path
  • Hold WC Path Type: in2reg

Flow run
  • Max cap viols: 0
  • Total tool warning count: 25

Outcome
  • Run status: finished clean

Finish
  • Area growth from synthesis to layout: 47.4%
  • Final std cells w/o fill: around 76
  • Layout cells sized above 1: 0.233
-- through the flow --
stage | hold WS (ns) | total power (uW) | util | area [um2]
after floorplan | 0.272 | 133 | - | 240
after global placement | 0.798 | 145 | 0.0960 | 328
after detailed placement | 0.798 | 145 | 0.0960 | 328
after CTS | 0.558 | 356 | 0.104 | 354
after global routing | 0.576 | 365 | 0.104 | 354
final | 0.558 | 348 | 0.104 | 354
-- per-layer routing --
layer  wire, um  track usage  vias to the layer above
met2        181       0.0233                        7
met4          0      0.00352                        0
met5          0            0                        -
met1        174       0.0134                       79
met3         33      0.00795                        0
li1           -            -                       97
-- logic make-up after synthesis --
group / count (synthesis)
AND-OR/OR-AND: 5
flip-flops: 3
latches: 4
AND/OR/NAND/NOR: 11
-- synthesized netlist by cell type --
library cell  count  area [um2]
and4b_2           1        11.3
or3b_1            1        8.76
nand3b_1          1        7.51
nor3_1            1        5.00
o21ai_0           2        10.0
nor2b_1           4        25.0
or3b_2            1        8.76
and3b_1           1        8.76
dfxtp_1           3        60.1
a21boi_1          1        7.51
o32a_1            1        10.0
and2_2            1        7.51
dlxtn_1           4        60.1
a21bo_2           1        10.0
-- path summary, 6_finish.rpt --
kind  start           endpoint  depth (start not counted)
max   reset  cst[1]$_SDFF_PP0_                          2
min   reset  cst[2]$_SDFF_PP0_                          2
-- final cells by class --
class | instances | area [um2]
flip-flops and latches | 7 | 120
repair buffers | 3 | 30.0
multi-input cells | 16 | 120
clock buffers | 4 | 26.3
well taps | 46 | 57.6
fillers | 399 | 3060
-- power groups by stage --
stage / combinational [uW] / sequential [uW] / clock [uW]
CTS: 19.4 / 124 / 213
finish: 19.2 / 124 / 205
global route: 22.0 / 125 / 218
-- flip-flops by register name (all words and copies together) (netlist names) --
| name | count |
|---|---|
| cst | 3 |
| y | 1 |
| nst | 3 |
-- cell usage in the layout (no fill, tap or decap), types with 2 or more instances in the layout --
cell / synthesis / final
clkbuf_4: 0 / 3
clkdlybuf4s50_1: 0 / 3
dfxtp_1: 3 / 3
dlxtn_1: 4 / 4
nor2b_1: 4 / 4
o21ai_0: 2 / 2
Power is estimated from default activity; no workload was simulated.
