`design/flow/design.v`:
```
module claa(a,b,cin,s,cout
    );
	 input [3:0]a;
	 input [3:0]b;
	 input cin;
	 output [3:0]s;
	 output cout;
	 wire [3:0]p;
	 wire [3:0]g;
	 wire [3:1]c;
	 assign p[0]=a[0]^b[0];
	 assign g[0]=a[0]&b[0];
	 assign s[0]=p[0]^cin;
	 assign c[1]=g[0]|(p[0]&cin);
	 assign p[1]=a[1]^b[1];
	 assign g[1]=a[1]&b[1];
	 assign s[1]=p[1]^c[1];
	 assign c[2]=g[1]|(p[1]&g[0])|(p[1]&cin);
	 assign p[2]=a[2]^b[2];
	 assign g[2]=a[2]&b[2];
	 assign s[2]=p[2]^c[2];
	 assign c[2]=g[2]|(p[2]&g[1])|(p[2]&p[1]&g[0])|(p[2]&p[1]&p[0]&cin);
	 assign p[3]=a[3]^b[3];
	 assign g[3]=a[3]&b[3];
	 assign s[3]=p[3]^c[3];
	 assign cout=g[3]&p[3]&c[3];
endmodule
module claa_tb;
	reg [3:0] a;
	reg [3:0] b;
	reg cin;
	wire [3:0] s;
	wire cout;
	claa dut (a,b,c,s,cout);
	initial a=4'b0000;
	initial b=4'b0000;
	initial cin=1'b0;
	always #80 a=a+4'b0001;
	always #20 b=b+4'b0001;
	always #20 cin=cin+1'b1;
endmodule
```
`design/flow/config.mk`:
```
export PLATFORM = sky130hd
export DESIGN_NAME = claa
export DESIGN_NICKNAME = claa
export VERILOG_FILES = /design/flow/design.v
export SDC_FILE = /design/flow/constraint.sdc
export NUM_CORES = 4
export LEC_CHECK = 1
export CORE_AREA = 10 10 70 70
export DIE_AREA = 0 0 80 80
```
`design/flow/run.sh`:
```
#!/bin/bash
# OpenROAD 26Q1-2900-gdf79404cd8, Yosys 0.63+post, stock flow scripts
make -C /OpenROAD-flow-scripts/flow DESIGN_CONFIG=/design/flow/config.mk WORK_HOME=/design/flow/orfs finish
```
`design/flow/constraint.sdc`:
```
current_design claa

set clk_period 1.0
set clk_io_pct 0.2

create_clock -name clk0 -period $clk_period

set non_clock_inputs [all_inputs -no_clocks]
set_input_delay [expr $clk_period * $clk_io_pct] -clock clk0 $non_clock_inputs
set_output_delay [expr $clk_period * $clk_io_pct] -clock clk0 [all_outputs]
```
==> results_tabular.tex <==
% Implementation results table
\begin{tabular}{lr}
\hline
Metric & Value \\
\hline
\multicolumn{2}{l}{\textbf{Timing}} \\
Post-route fraction of the period consumed by the critical path & 119\% \\
Number of setup violations in the final report & 3 \\
Minimum clock period after layout & 1.19 ns \\
Achievable clock frequency & 840 MHz \\
RSZ-0062 raised after global routing & yes \\
Final Hold Viols & 0 \\
Tightest hold margin & 0.789 ns \\
Final max-slew violation count & 0 \\
Post-layout worst setup margin & -0.191 ns \\
\multicolumn{2}{l}{\textbf{Finish}} \\
Area Growth Syn to Fin & 164\% \\
Post-route standard cell area excluding fillers & 340 um\^{}2 \\
Number of sequential cells in the layout & 0 \\
Sequential standard cell area & 0 um\^{}2 \\
Clkbuf count & 0 \\
Layout cell share with drive strength beyond 1 & a little under nine tenths \\
Fillers & 399 \\
\multicolumn{2}{l}{\textbf{Setup path}} \\
CP cell instances & buf\_8, inv\_4, fa\_2, inv\_2, buf\_2 \\
Crit-path slowest cell & fa\_2 \\
Sort of element at the start of the critical path & input pin \\
Worst setup path category & in -> out \\
Arrival time of the worst setup path & about 1 ns \\
Largest fanout on the critical path & 2 \\
Required time of the critical path & roughly 0.8 ns \\
CP peak stage delay & 0.56 ns \\
Crit end category & primary output \\
\multicolumn{2}{l}{\textbf{Job}} \\
Max Cap Violations & 0 \\
OpenROAD warnings & 36 \\
\multicolumn{2}{l}{\textbf{Pwr}} \\
Peak VDD IR & 0.0000399 V \\
Total design power & 0.145 mW \\
Leakage & 0.133 nW \\
Pwr/cell area & 427 mW/mm\^{}2 \\
\multicolumn{2}{l}{\textbf{Synthesis}} \\
Cell variety after synth & 9 \\
Area share of the largest cell type after synthesis & 29.1\% \\
Yosys chip area & 129 um\^{}2 \\
Post-synthesis cell count & 17 \\
Post-synth design cell area & 129 um\^{}2 \\
Biggest area contributors in the synthesized netlist & ha\_1 29\%, fa\_1 16\%, inv\_1 15\% \\
Synth Warn \# & 2 \\
Cells in synth\_stat.txt & 17 \\
Post-synthesis average cell area & 7.58 um\^{}2 \\
Library cell occupying the most area in the post-synthesis netlist & ha\_1 \\
Seq share, synth & 0\% \\
\multicolumn{2}{l}{\textbf{Detailed routing}} \\
DRT Wirelength & 440 um \\
DRC errors left & 0 \\
Mean routed wirelength per cell & 5.95 um \\
Remaining number of nets flagged by the antenna check after routing & 0 \\
1st-pass router iterations & 1 \\
Antenna fix cells & 0 \\
Drt first-iter violations & 0 \\
Routed vias/inst & 1.96 \\
Total via count after detailed routing & 145 \\
\multicolumn{2}{l}{\textbf{GRT}} \\
Wire length of the first global-routing pass & 607 um \\
Vias in the first global route & 148 \\
Remaining Overflow, GRT & 0 \\
GRT Util Overall & 1.09\% \\
Antenna violations before repair & 0 \\
Pin count of the biggest net entering global routing & 4 \\
\multicolumn{2}{l}{\textbf{Floorplan}} \\
Floorplan-stage core utilization & 3.77\% \\
Core ar. & 0.00342 mm\^{}2 \\
Die Height & 80 um \\
I/O pin total & 14 \\
Num rows & 21 \\
Total die size & between 0.006 and 0.007 mm\^{}2 \\
Die Wd & 80 um \\
\multicolumn{2}{l}{\textbf{Placement}} \\
Count of input and output buffers & 10 \\
Setup Slack @ Placement & -1.04 ns \\
Dpl cell area & roughly 280 um\^{}2 \\
Global placement routability congestion & around 0.73 \\
HPWL after DPL & 340 um \\
\multicolumn{2}{l}{\textbf{Clock network}} \\
Count of hold buffers inserted by post-cts repair & 0 \\
\multicolumn{2}{l}{\textbf{Status}} \\
Violated checks & negative setup slack \\
Run status & finished with violations \\
\multicolumn{2}{l}{\textbf{Min path}} \\
Class of the most critical hold timing path & in -> out \\
\hline
\end{tabular}
## final timing paths
path  start   end  slack (ns)  cells past startpoint
max     cin  s[0]       -0.19                      5
min    a[2]  s[2]        0.79                      4
## metal layers
layer  vias up  global-route usage, %  share of wire (%)
li1         72                      -                  -
met1        61                   1.52                 48
met2        12                   1.69                 35
met3         0                  0.341                 16
met4         0                      0                  0
met5         -                      0                  0
## logic make-up (layout without fill, tap and decap cells)
logic type | after synthesis | in the layout | share of synthesized area (%)
buf+inv | 7 | 17 | 26.2
fa+ha+maj | 4 | 4 | 44.7
compound gates | 3 | 3 | 13.6
xor+xnor | 1 | 1 | 6.80
simple gates | 1 | 1 | 5.83
other cells | 1 | 2 | 2.91
## layout make-up
type               count  area, um^2  share of cell area (%)
multi-input cells     11         166                    48.9
repair buffers        12        95.1                    27.9
well taps             46        57.6                    16.9
inverters              5        21.3                    6.25
## Yosys cell counts
| master | instances |
|---|---|
| inv_1 | 5 |
| a211oi_1 | 1 |
| buf_4 | 2 |
| ha_1 | 3 |
| fa_1 | 1 |
| xnor2_1 | 1 |
| nor3b_1 | 1 |
| conb_1 | 1 |
| a21oi_1 | 2 |
## timing repair
action	in CTS	in global routing
pin swaps	8	2
setup endpoints to repair	3	3
gates resized	56	3
buffers inserted	1	0
## power breakdown
part           leakage, nW  internal [mW]  switching [mW]  total (mW)
Clock                    0              0               0           0
Combinational        0.133         0.0925          0.0528       0.145
Sequential               0              0               0           0
Total                0.133         0.0925          0.0528       0.145
## critical path, delay by kind of cell
kind                     cells  cell delay, ns
adder cells (fa/ha/maj)      1            0.56
buffers and inverters        4            0.24
## through the flow
| step | instances | utilization, % | TNS [ns] |
|---|---|---|---|
| final | 74 | 9.96 | -0.509 |
| after global routing | 74 | 9.96 | -0.595 |
| after CTS | 74 | 9.52 | -0.558 |
| after detailed placement | 73 | 8.28 | -3.01 |
| after global placement | 73 | 8.28 | -2.95 |
| after floorplan | 18 | - | 0 |
## cell usage in the layout (no fill, tap or decap), types with 2 or more instances in the layout
cell    Yosys  final
buf_2       0      7
buf_6       0      2
buf_8       0      2
conb_1      1      2
ha_4        0      3
inv_2       0      3
Power figures rest on the tool's default switching activity, not on a simulated workload.
