--- flow/run.sh ---
#!/bin/bash
# OpenROAD 26Q1-2900-gdf79404cd8, Yosys 0.63+post, stock flow scripts
make -C /OpenROAD-flow-scripts/flow DESIGN_CONFIG=/design/flow/config.mk WORK_HOME=/design/flow/orfs finish
--- flow/design.v ---
module cla(A,B,Cin,SUM,Cout );
input [3:0] A, B;
input Cin;
output [3:0] SUM;
output Cout;
wire [3:0] G, P, C;
 assign G = A&B;
 assign P = A^B;
 	assign C[0] = Cin;
 	assign C[1] = G[0] | (P[0] & C[0]);
 	assign C[2] = G[1] | ((P[1]&G[0]) | (P[1]&P[0]&C[0]));
assign C[3] = G[2] | ((P[2]&P[1]&G[0]) | (P[2]&P[1]&P[0]&C[0])); 
assign SUM = A^B^C;
assign Cout = G[3] | ((P[3]&P[2]&P[1]&G[0]) | (P[3]&P[2]&P[1]&P[0]&C[0]));
endmodule
module cla_tb;
	reg [3:0] A;
	reg [3:0] B;
	reg Cin;
	wire [3:0] SUM;
	wire Cout;
	cla dut (A,B,Cin,SUM,Cout);
	initial begin
		A=4'b0000;B=4'b0011;Cin=1'b0;#100;
		A=4'b1000;B=4'b0001;Cin=1'b0;#100;
		A=4'b0100;B=4'b0111;Cin=1'b0;#100;
		A=4'b0010;B=4'b0101;Cin=1'b0;#100;
	end
endmodule
--- flow/config.mk ---
export PLATFORM = sky130hd
export DESIGN_NAME = cla
export DESIGN_NICKNAME = cla
export VERILOG_FILES = /design/flow/design.v
export SDC_FILE = /design/flow/constraint.sdc
export NUM_CORES = 4
export LEC_CHECK = 1
export CORE_AREA = 10 10 70 70
export DIE_AREA = 0 0 80 80
--- flow/constraint.sdc ---
current_design cla

set clk_period 3.1
set clk_io_pct 0.2

create_clock -name clk0 -period $clk_period

set non_clock_inputs [all_inputs -no_clocks]
set_input_delay [expr $clk_period * $clk_io_pct] -clock clk0 $non_clock_inputs
set_output_delay [expr $clk_period * $clk_io_pct] -clock clk0 [all_outputs]
==> ci_impl_report.md <==
## PnR job results

| Metric | Value |
|---|---|
| Most frequent logic cell in the layout | clkdlybuf4s50_1 |
| Min-delay worst type | input port to primary output |
| Comb area | around 130 um^2 |
| Antenna-violating nets left | 0 |
| Tightest Pin Transition | 0.1752 ns |
| Crit path from | A[0] |
| FMAX | 336.6 MHz |
| Initial antenna violation count | 0 |
| CP Launch Type | input port |
| Chip width | 80 um |
| Synth-to-Final Area Change | 141.1% |
| Yosys cell count | 16 |
| Placement Setup Slack | 0.1185 ns |
| PwrDens | roughly 170 nW/um^2 |
| Most common cell on crit path | clkdlybuf4s50_1 |
| Overall routing resource usage | between 1.5 and 2% |
| Crit Path Max Fanout | 3 |
| Outcome | finished clean |
| Filler cells | 398 |
| Flop count | 0 |
| Cts hold-fix bufs | 0 |
| Synthesized instance count | 16 |
| Largest net degree at the start of global routing | 5 |
| Final hold vios | 0 |
| Number of distinct library cells after synthesis | 8 |
| Pins Over Slew Limit | 0 |
| Post-DP HPWL | about 570 um |
| Number of clock buffers in the layout | 0 |
| Core ar. | between 3000 and 4000 um^2 |
| CP required | 2.48 ns |
| Flop area | 0 um^2 |
| Iter 0 DRT Violations | 5 |
| Crit path max-delay family | buffers and inverters |
| RSZ-0062 raised after global routing | no |
| IO Count | 14 |
| Vias per Instance | 2.066 |
| Yosys Warn Count | 0 |
| Synth top area share | 35.71% |
| CTS resizes | 0 |
| CP endpoint kind | primary output |
| Power Total | 0.05578 mW |
| Final core utilization | 9.890% |
| Setup TNS | 0 ns |
| CP arrival | 2.35 ns |
| Detailed-route via count | 157 |
| CP max stage cell | clkdlybuf4s50_1 |
| First-pass GRT wire length | 890 um |
| Period utilization | a little over nine tenths |
| Yosys stat chip area | around 140 um^2 |
| Post-synth seq share | 0% |
| Total grt overflow | 0 |
| Yosys top cell by area | ha_1 |
| Cell Area, Synth | 140.1 um^2 |
| Drc violations | 0 |
| Row count | 21 |
| Fraction of layout cells with a size suffix above 1 | 0% |
| Drt pass-1 iters | 2 |
| Floorplan utilization | 4.103% |
| Leakage | 0.1396 nW |
| Die Size | 6400 um^2 |
| Worst VDD drop | 0.03935 mV |
| Largest cells by area after synthesis | ha_1 (36%), xnor2_1 (19%), fa_1 (14%) |
| Crit path buffers/inverters | 2 |
| Log Warnings | 32 |
| Setup CP Type | input port to primary output |
| Routability congestion estimate | 0.7611 |
| Final setup viols | 0 |
| Hold_sp | Cin |
| Max-cap viol count | 0 |
| DRT Wirelength | 611 um |
| Vias in the first global route | 162 |
| Crit path cell chain | clkdlybuf4s50_1 > ha_1 > a21o_1 > a31oi_1 > xnor2_1 > clkdlybuf4s50_1 |
| DIE HEIGHT | 80 um |
| Port bufs | 14 |
| Most frequent cells in the layout | clkdlybuf4s50_1 (14), inv_1 (4), ha_1 (4), xnor2_1 (3) |
| Relative slew margins | 88.26% |
| Worst setup margin | ~0.13 ns |
| Max incr delay on CP | 0.49 ns |
| Avg Inst Size Synth | 8.758 um^2 |
| N_diodes | 0 |
| Clock period minus worst slack | 2.971 ns |
| Average wire per standard cell | 8.039 um |
| Post-CTS Setup Inserts | 0 |
-- worst paths after layout --
kind,slack (ns),end,cells after the start
setup / recovery,0.13,SUM[3],6
hold / removal,2.32,SUM[0],5
-- final cells by class --
cell class	count	area share [%]
Inverter	4	4.444
Tap cell	46	17.04
Timing Repair Buffer	14	41.48
Multi-Input combinational cell	12	37.04
-- kinds of logic after synthesis --
family	count (synthesis)	synth area share [%]
buf+inv	4	10.71
compound gates	4	20.54
fa+ha+maj	5	50.00
xor+xnor	3	18.75
-- Yosys cell counts --
library cell / number
a31oi_1: 1
a41o_1: 1
a21o_1: 1
xnor2_1: 3
inv_1: 4
fa_1: 1
ha_1: 4
a21oi_1: 1
-- routing by layer --
metal  routed length [um]  vias up  track usage [%]  share of wire, %
li1                     -       83                -                 -
met4                    0        0                0                 0
met3                  238        0            2.841                39
met2                   89       14            1.284                15
met5                    0        -                0                 0
met1                  283       60            2.513                46
-- report_power, final --
group	total, mW	internal, mW	switching [mW]
Clock	0	0	0
Combinational	0.0558	0.0391	0.0167
Sequential	0	0	0
Total	0.0558	0.0391	0.0167
-- through the flow --
stage               area, um^2  hold slack [ns]  instances
finish                   337.8            2.319         76
global route             337.8            2.370         76
CTS                      337.8            2.318         76
detailed placement       337.8            2.313         76
global placement         337.8            2.308         76
floorplan                140.1            1.413         16
Power figures rest on the tool's default switching activity, not on a simulated workload.
